**flow/run.sh**
```bash
#!/bin/bash
# OpenROAD 26Q1-2900-gdf79404cd8, Yosys 0.63+post, stock flow scripts
make -C /OpenROAD-flow-scripts/flow DESIGN_CONFIG=/design/flow/config.mk WORK_HOME=/design/flow/orfs finish
```
**flow/config.mk**
```make
export PLATFORM = sky130hd
export DESIGN_NAME = uart_top
export DESIGN_NICKNAME = uart_top
export VERILOG_FILES = /design/flow/design.v
export SDC_FILE = /design/flow/constraint.sdc
export NUM_CORES = 4
export LEC_CHECK = 1
export CORE_UTILIZATION = 30
```
**flow/constraint.sdc**
```tcl
current_design uart_top

set clk_period 2.3
set clk_io_pct 0.2

create_clock -name clk0 -period $clk_period [get_ports {clk}]

set non_clock_inputs [all_inputs -no_clocks]
set_input_delay [expr $clk_period * $clk_io_pct] -clock clk0 $non_clock_inputs
set_output_delay [expr $clk_period * $clk_io_pct] -clock clk0 [all_outputs]
```
**flow/design.v**
```verilog
module baud_gen(
  input wire  clk,
  output reg tick
);
  parameter CLK_FRE = 50000000;
  parameter BAUD_RATE = 115200;
  localparam integer COUNT_MAX = CLK_FRE / BAUD_RATE;
  reg [12:0] count = 0;
  always @(posedge clk) begin
    if (count >= COUNT_MAX - 1) begin
      count <= 0;
      tick <= 1;
    end else begin
      count <= count + 1;
      tick <= 0;
    end
  end
endmodule 
module uart_rx(
  input wire clk,
  input wire tick,
  input wire rx,
  input wire reset,
  output reg [7:0] rx_data,
  output reg rx_done
);
typedef enum reg[1:0]{IDLE, START, DATA, STOP} state_t;
reg [7:0] shift_data = 0;
reg [3:0] bit_index = 0;
state_t state = IDLE;
always @(posedge clk or posedge reset) begin
    if (reset) begin
        state      <= IDLE;
        shift_data <= 0;
        bit_index  <= 0;
        rx_data    <= 0;
        rx_done    <= 0;
    end else begin
        rx_done <= 0;  
        case (state)
            IDLE: begin
                if (rx == 0) begin           
                    state <= START;
                end
            end
            START: begin
                if (tick) begin              
                    state <= DATA;
                    bit_index <= 0;
                end
            end
            DATA: begin
                if (tick) begin
                    shift_data <= {rx, shift_data[7:1]}; 
                    bit_index <= bit_index + 1;
                    if (bit_index == 7) begin
                        state <= STOP;
                    end
                end
            end
            STOP: begin
                if (tick) begin
                    if (rx == 1) begin        
                        rx_data <= shift_data;
                        rx_done <= 1;         
                    end
                    state <= IDLE;             
                end
            end
        endcase
    end
end
endmodule
module uart_top(
    input wire clk,
    input wire reset,
    input wire [7:0] data_in,
    input wire tx_start,
    output wire tx,
    output wire rx_done,
    output wire [7:0] rx_data
);
wire tick;
baud_gen #(
    .CLK_FRE(50000000),
    .BAUD_RATE(115200)
) baudgen_inst (
    .clk(clk),
    .tick(tick)
);
uart_tx uart_tx_inst (
    .clk(clk),
    .tick(tick),
    .tx_start(tx_start),
    .data_in(data_in),
    .tx(tx),
    .tx_done()
);
uart_rx uart_rx_inst (
    .clk(clk),
    .tick(tick),
    .rx(tx),        
    .reset(reset),
    .rx_data(rx_data),
    .rx_done(rx_done)
);
endmodule
module uart_tx(
  input wire clk,
  input wire tick,
  input wire tx_start,
  input wire [7:0] data_in,
  output reg tx,
  output reg tx_done
);
typedef enum reg [1:0] {IDLE, START, DATA, STOP} state_t;
state_t state = IDLE;
reg [7:0] shift_reg = 0;
reg [3:0] bit_index = 0;
always @(posedge clk) begin
  tx_done = 0;
  case (state) 
    IDLE: begin
      tx <= 1;
      if (tx_start) begin
        shift_reg <= data_in;
        bit_index <= 0;
        state <= START;
      end
    end
    START: begin 
    if (tick) begin 
      tx <= 0;
      state <= DATA;
      end
    end
    DATA: begin 
      if (tick) begin 
        tx <= shift_reg[0];
        shift_reg <= shift_reg >> 1;
        bit_index <= bit_index + 1;
        if (bit_index == 7) begin 
          state <= STOP;
        end
      end
    end
    STOP: begin 
      if (tick) begin 
        tx <= 1;
        tx_done <= 1;
        state <= IDLE;
      end
    end
  endcase
end
endmodule
```
==> flow_metrics.py <==
# Auto-generated metrics
metrics = {
    "detailed_routing": {
        "ant_nets": 0,
        "diodes": 0,
        "firstDrtPassIters": 4,
        "drc": 0,
        "vias": 1292,
        "via_per_inst": 4.250,
        "drt-total-wl_um": 3232,
        "first_iter_violations": 33,
        "wl_per_cell_um": 10.63,
    },
    "place": {
        "gp_congestion": 0.7323,
        "io_buffer_count": 20,
        "hpwlAfterDp_um": 2201,
    },
    "power": {
        "seq_power_share": 0.478,
        "power.share.clock": 0.149,
        "p_comb_frac": 0.373,
        "p_leak_nw": 1.052,
        "powerDensity_nw_per_um2": 1223,
        "sw_frac_of_total": 0.2952,
        "switching_power_mw": 0.9755,
        "p_int_mw": 2.329,
        "ir_worst_vdd_v": 0.0004979,
    },
    "global_route": {
        "grt_busiest_layer": "met1",
        "grt_util_met3": 0.02247,
        "grt_pass1_vias": 1181,
        "grt_antenna_before_repair": 0,
        "track_usage": 0.08975,
        "grt_util_met2": 0.1350,
        "grt_max_degree": 24,
        "grt_pass1_wl_um": 5437,
        "grtUsageMet1": 0.1407,
        "grt.overflow.total": 0,
    },
    "clock_network": {
        "cts_buffer_depth": 2,
        "root_buffer": "clkbuf_8",
        "cts_buffers": 5,
        "htree_levels": 2,
        "cts.clk_slew.worst_paths_ns": 0.09,
        "insertion_delay_ns": 0.29,
        "tritoncts": "yes",
        "hold_buffers": 0,
        "post_cts.repair.setup_buffers": 0,
        "cts.sinks": 52,
        "ctsResizeCount": 0,
    },
    "finish": {
        "largest_reg_flops": 13,
        "drive_gt1_frac": 0.2049,
        "utilization": 0.3705,
        "top_register": "baudgen_inst.count",
        "nFillCells": 720,
        "register_area_um2": 1306,
        "layout-area-overhead-vs-synth_pct": 19.08,
        "logic_area_um2": 929.6,
    },
    "final_timing": {
        "min_period_over_period": 0.7601,
        "slew_viol_final": 0,
        "finClkSkew_ns": 0.006272,
        "grt_setup_unrepaired": "no",
        "fin_setup_tns_ns": 0,
        "hold_viol": 0,
        "finalCriticalPeriod_ns": 1.748,
        "max_freq_mhz": 572.0,
        "setup_violations": 0,
    },
    "worst_setup_path": {
        "required_ns": 2.48,
        "cp_max_fo": 8,
        "critPathKind": "register to register",
        "endpoint_kind": "register",
        "cpLargestDelayFamily": "multiplexers",
        "arrival_ns": 1.93,
        "cp_cell_sequence": "inv_1, ha_1, nor3_4, mux2i_1, nor2b_1, mux2_2",
        "cp_slowest_stage_delay_ns": 0.38,
        "cp_slowest_cell": "dfrtp_1",
        "startpoint_type": "register",
        "crit_buf_inv": 1,
    },
    "floorplan": {
        "coreArea_um2": 7292,
        "io_pins": 21,
        "die_h_um": 88.96,
        "row_count": 31,
        "die_w_um": 88.96,
        "die_area_um2": 7913,
        "fp_util": 0.3111,
    },
    "yosys": {
        "ys.flops": 52,
        "ys_cells": 174,
        "yosysWarnings": 3,
        "ys_types": 34,
        "edf_count": 15,
        "yosysTopAreaCell": "dfrtp_1",
        "top_cell": "mux2_2",
        "area_leaders": "dfrtp_1, edfxtp_1, mux2_2, dfxtp_1, ha_1",
        "async_flop_share": 0.4423,
        "common_cells": "mux2_2, dfrtp_1, edfxtp_1",
        "flop_cell": "dfrtp_1",
        "ys_area_um2": 2268,
        "seq_area_frac_synth": 0.5758,
        "syn_avg_cell_area_um2": 13.04,
        "synth_top_area_share": 0.2537,
        "netlist_instances": 174,
        "netlist_area_um2": 2268,
    },
    "run": {
        "maxCapViolations": 0,
        "warnings": 32,
    },
    "outcome": {
        "status": "finished, final reports clean",
    },
    "hold_path": {
        "hold_path_class": "input pin to async pin",
    },
}
-- per-layer routing --
metal  up-vias  wire (um)
met3         2        166
met4         0         27
li1        660          -
met2        22       1358
met5         -          0
met1       608       1680
-- logic make-up after synthesis --
family	count (synthesis)	share of synthesized area
simple gates	47	0.1158
fa+ha+maj	12	0.06619
buf+inv	12	0.02151
mux	27	0.1329
other cells	1	0.001653
flops	52	0.5758
xor+xnor	9	0.03475
compound gates	14	0.05130
-- worst paths after layout --
| kind | cells past startpoint | start | slack, ns | end |
|---|---|---|---|---|
| worst max-delay path | 6 | uart_rx_inst.state[0] | 0.55 | uart_rx_inst.state[1] |
| worst min-delay path | 3 | reset | 0.50 | uart_rx_inst.rx_data[2] |
| worst max register to register | 6 | uart_rx_inst.state[0] | 0.55 | uart_rx_inst.state[1] |
| worst min register to register | 1 | baudgen_inst.count[0] | 0.50 | baudgen_inst.count[0] |
| max in group asynchronous | 3 | reset | 1.57 | uart_rx_inst.state[1] |
| min in group clk0 | 1 | baudgen_inst.count[0] | 0.50 | baudgen_inst.count[0] |
-- stage by stage --
stage / setup WS, ns / instances / total power, mW / area [um2] / hold slack (ns)
after global placement: 0.6044 / 296 / 2.822 / 2620 / 0.4763
after detailed placement: 0.5803 / 296 / 2.845 / 2620 / 0.4842
after floorplan: 0.1975 / 177 / 2.420 / 2285 / 0.4525
after CTS: 0.5559 / 304 / 3.353 / 2701 / 0.4964
after global routing: 0.4773 / 304 / 3.551 / 2701 / 0.5281
final: 0.5517 / 304 / 3.305 / 2701 / 0.4990
-- worst reg2reg max path: stages, from the launching register on --
cell and delay, ns:
dfrtp_1 0.38, inv_1 0.09, ha_1 0.32, nor3_4 0.27, mux2i_1 0.10, nor2b_1 0.14
mux2_2 0.34
-- final cells by class --
type,count,area share
clock buffers,7,0.02825
well taps,99,0.04585
flip-flops and latches,52,0.4836
multi-input cells,113,0.3441
inverters,8,0.01112
clock inverters,1,0.001853
repair buffers,24,0.08522
-- placed cells by master, fill, tap and decap left out, types with 2 or more instances in the layout --
master and instances:
mux2_2 25, dfrtp_1 23, clkdlybuf4s50_1 20, edfxtp_1 15
dfxtp_1 14, ha_1 12, nor2_1 11, inv_1 8
nand2_1 8, nand3_1 5, nor2b_1 5, o21ai_0 5
xor2_1 5, clkbuf_8 5, and2_1 4, xnor2_1 4
conb_1 4, buf_4 4, mux2i_1 2, nand3b_1 2
a22o_1 2, nor3_1 2, a21oi_1 2, or4_4 2
nand4_1 2, clkbuf_1 2
-- power groups by stage --
stage                 sequential (mW)  clock, mW  combinational (mW)
final                            1.58      0.491                1.23
after CTS                        1.58      0.517                1.25
after global routing             1.63      0.547                1.38
No activity file was given, so power comes from the tool's default toggle rates.
