==> flow/run.sh <==
#!/bin/bash
# OpenROAD 26Q1-2900-gdf79404cd8, Yosys 0.63+post, stock flow scripts
make -C /OpenROAD-flow-scripts/flow DESIGN_CONFIG=/design/flow/config.mk WORK_HOME=/design/flow/orfs finish
==> flow/config.mk <==
export PLATFORM = sky130hd
export DESIGN_NAME = blink_led
export DESIGN_NICKNAME = blink_led
export VERILOG_FILES = /design/flow/design.v
export SDC_FILE = /design/flow/constraint.sdc
export NUM_CORES = 4
export LEC_CHECK = 1
export CORE_AREA = 10 10 70 70
export DIE_AREA = 0 0 80 80
==> flow/constraint.sdc <==
current_design blink_led

set clk_period 2.0
set clk_io_pct 0.2

create_clock -name clk0 -period $clk_period [get_ports {clk}]

set non_clock_inputs [all_inputs -no_clocks]
set_input_delay [expr $clk_period * $clk_io_pct] -clock clk0 $non_clock_inputs
set_output_delay [expr $clk_period * $clk_io_pct] -clock clk0 [all_outputs]
==> flow/design.v <==
module blink_led (
    input clk,
    output reg led = 0
);
    reg [3:0] counter;
    always @(posedge clk) begin
        counter <= counter + 1;
        if (counter == 9) begin
            counter <= 0;
            led <= ~led;
        end
    end
endmodule
==> out/metrics.csv <==
metric;value;unit
CTS tree;yes;
CP Data Required Time;1.60;ns
CP Launch Type;flop;
area reported by Yosys stat;220;um^2
endpoints failing hold;0;
Die Width;80;um
worst-margin pin slew;0.169;ns
first-pass GRT wire length;489;um
Late-Pin Clk Latency;0.24;ns
antenna violations before repair;0;
CTS Buffer Depth;2;
CTS Hold Buffers Added;0;
Core Region;3420;um^2
Slowest-stage cell, CP;clkdlybuf4s50_1;
Max Cap Violations;0;
Crit path buffers/inverters;1;
worst reg2reg startpoint;counter[0];
area share, top type;36.4;%
WL final;288;um
cells along the critical path;clkdlybuf4s50_1;
worst setup path startpoint;led;
ys cells;19;
Syn Inst Count;19;
Reg area;110;um^2
Synth Seq Share;50.0;%
Synth warnings;1;
clk sinks;5;
logic area;103;um^2
root buffer cell;clkbuf_4;
top-level I/O count;2;
Post-Synthesis Cell Area;220;um^2
final std cells w/o fill;70;
RSZ-0062 raised after global routing;no;
Setup CP Type;flop to output pin;
dpl cells;66;
H-tree levels;1;
Fin Setup TNS;0;ns
Top cells by area;dfxtp_1, edfxtp_1, ha_1;
final core occ;9.19;%
gr usage total;0.905;%
maximum vdd ir drop;59.2;uV
Setup crit end kind;output pin;
Cell variety after synth;13;
gpl congestion;0.753;
overall via count from detail_route;137;
Hold WC Path Type;flop to flop;
# setup viols final;0;
Buffers on Ports;1;
number of vias per cell;1.96;
clk_skew;0.00310;ns
min cycle time layout;1.44;ns
# Post-CTS Setup Buffers;0;
DRT Pass-1 Iters;1;
fmax;696;MHz
fraction of layout instances using a drive strength above 1;25.0;%
Init Core Util;6.45;%
Flops after synth;5;
WL per Instance;4.11;um
area delta synth->final;42.6;%
Core Rows;21;
starting DRC count in detailed routing;0;
DP Area;288;um^2
synthesized area per cell;11.6;um^2
DRC;0;
Die ar.;6400;um^2
Resized Gates After CTS;0;
crit-path leading delay family;buffers and inverters;
CP arrival;1.04;ns
tool warnings;26;
Pleak;0.112;nW
Final period util;71.8;%
Reg clk slew, reported paths;0.04;ns
Rel. slew slack;88.7;%
vias in the first global route;126;
leading area contributor after synthesis;dfxtp_1;
Layout fillers;400;
Slew Viols, Final;0;
pin count of the biggest net entering global routing;6;
design area;314;um^2
Pwr Total;0.000220;W
TritonCTS buffer count;3;
ANT nets after route;0;
worst hold start;counter[0];
pwr dens;700;nW/um^2
slowest stage delay, CP;0.47;ns
chip height;80;um
status;complete, no violations;
grt total ovfl;0;
CP max FO;2;
ant diodes;0;
-- metal layers --
layer  up-vias  share of wire [%]  global-route usage [%]
li1         74                  -                       -
met1        58                 45                    1.14
met2         3                 46                    1.04
met3         2                4.2                   0.455
met4         0                4.5                   0.880
met5         -                  0                       0
-- registers in the layout, indices dropped and copies added, names as in the netlist --
register	cells
counter	4
led	1
-- metrics by stage --
step / setup slack [ns] / hold WS (ns)
2_1_floorplan: 0.955 / 0.440
3_3_place_gp: 0.810 / 0.467
3_5_place_dp: 0.806 / 0.469
4_1_cts: 0.547 / 0.479
5_1_grt: 0.521 / 0.531
6_report: 0.564 / 0.480
-- layout make-up --
cell class | count | area share, %
clock buffers | 4 | 8.37
repair buffers | 1 | 3.19
inverters | 2 | 2.39
multi-input cells | 12 | 32.7
flip-flops and latches | 5 | 35.1
well taps | 46 | 18.3
-- cells in the final DEF, fill, tap and decap left out --
cell / count
clkbuf_4: 3
and2_1: 1
ha_1: 2
o211ai_2: 1
and3b_2: 1
inv_1: 2
mux2i_1: 1
or3b_1: 1
a21bo_2: 1
edfxtp_1: 1
clkdlybuf4s50_1: 1
nor2_1: 2
nand2_1: 1
dfxtp_1: 4
nand4b_1: 1
clkbuf_1: 1
-- cell families (layout without fill, tap and decap cells) --
group,count (synthesis),after routing,share of synthesized area [%]
compound gates,2,2,10.2
fa+ha+maj,2,2,11.4
buf+inv,2,7,3.41
flops,5,5,50.0
mux,1,1,4.55
simple gates,7,7,20.5
-- cells in the mapped netlist --
cell / instances
mux2i_1: 1
inv_1: 2
ha_1: 2
a21bo_2: 1
nor2_1: 2
or3b_1: 1
nand2_1: 1
and2_1: 1
o211ai_2: 1
nand4b_1: 1
edfxtp_1: 1
dfxtp_1: 4
and3b_2: 1
-- report_power, final --
| part | internal, W | switching, W |
|---|---|---|
| sequential | 0.000103 | 0 |
| clock | 0.0000754 | 0.0000416 |
| combinational | 0 | 0 |
-- final timing paths --
check	endpoint	slack (ns)	cells past startpoint
min reg2reg	counter[0]	0.48	1
max reg2reg	led	0.89	2
min	counter[0]	0.48	1
max	led	0.56	1
No activity file was given, so power comes from the tool's default toggle rates.
